[/design/flow/design.v]
module ALU_Ctrl( funct_i, ALUOp_i, ALU_operation_o, FURslt_o );
input      [5:0] funct_i;
input      [2:0] ALUOp_i;
output     [3:0] ALU_operation_o;  
output     [1:0] FURslt_o;
wire		[3:0] ALU_operation_o;
wire		[1:0] FURslt_o;
assign {ALU_operation_o, FURslt_o} = (ALUOp_i == 3'b000) ? {4'b0010, 2'b00} :  
                         (ALUOp_i == 3'b001) ?  {4'b0010, 2'b00} :  
                         (ALUOp_i == 3'b010) ? (  
                            (funct_i == 6'b010010) ? {4'b0010, 2'b00} :  
                            (funct_i == 6'b010000) ? {4'b0110, 2'b00} :  
                            (funct_i == 6'b010100) ? {4'b0001, 2'b00} :  
                            (funct_i == 6'b010110) ? {4'b0000, 2'b00} :  
                            (funct_i == 6'b010101) ? {4'b1101, 2'b00} :  
                            (funct_i == 6'b100000) ? {4'b0111, 2'b00} :  
                            (funct_i == 6'b000000) ? {4'b1000, 2'b01} :  
                            (funct_i == 6'b000010) ? {4'b0000, 2'b01} : 0 
                         ) : 0;
endmodule     
[/design/flow/run.sh]
#!/bin/bash
# OpenROAD 26Q1-2900-gdf79404cd8, Yosys 0.63+post, stock flow scripts
make -C /OpenROAD-flow-scripts/flow DESIGN_CONFIG=/design/flow/config.mk WORK_HOME=/design/flow/orfs finish
[/design/flow/config.mk]
export PLATFORM = sky130hd
export DESIGN_NAME = ALU_Ctrl
export DESIGN_NICKNAME = ALU_Ctrl
export VERILOG_FILES = /design/flow/design.v
export SDC_FILE = /design/flow/constraint.sdc
export NUM_CORES = 4
export LEC_CHECK = 1
export CORE_AREA = 10 10 70 70
export DIE_AREA = 0 0 80 80
[/design/flow/constraint.sdc]
current_design ALU_Ctrl

set clk_period 3.3
set clk_io_pct 0.2

create_clock -name clk0 -period $clk_period

set non_clock_inputs [all_inputs -no_clocks]
set_input_delay [expr $clk_period * $clk_io_pct] -clock clk0 $non_clock_inputs
set_output_delay [expr $clk_period * $clk_io_pct] -clock clk0 [all_outputs]
==> flow_summary.json <==
{
  "most_common_cell": "nor2_1",
  "power_w": 0.00002306,
  "ios": 15,
  "fin_setup_tns_ns": 0,
  "hold_class": "input pin to output port",
  "place_congestion": 0.7889,
  "diodes": 0,
  "cp-start-kind": "input pin",
  "drtPass1Iterations": 1,
  "yosys_cells": 20,
  "fin_crit_ns": 2.961,
  "clkbuf_count": 0,
  "grt.met3_usage_pct": 0.4545,
  "leakage_nw": 0.07616,
  "fmax_mhz": 337.7,
  "ant_nets": 0,
  "status": "finished clean",
  "seq_area_um2": 0,
  "crit_type": "input pin to output port",
  "critPathSlowestCell": "clkdlybuf4s50_1",
  "setup_viol": 0,
  "fp-utilization_pct": 3.590,
  "drc": 0,
  "ys.warnings.count": 0,
  "wl_per_cell_um": 7.342,
  "vias_per_cell": 2.392,
  "pre_cts_slack_ns": 0.2989,
  "seq_area_frac_synth_pct": 0,
  "cp.arrival_ns": 2.30,
  "ys_types": 15,
  "grt_pass1_wl_um": 869,
  "antenna_found_initial": 0,
  "grt_overflow_total": 0,
  "core_um2": 3416,
  "end_kind": "output port",
  "finalHoldViolCount": 0,
  "endpoint": "FURslt_o[0]",
  "layout_setup_ws_ns": 0.3387,
  "gr-max-usage-layer": "met2",
  "io_buffers": 14,
  "use_met2_pct": 2.809,
  "die_height_um": 80,
  "dieArea_um2": 6400,
  "dp_hpwl_um": 520.8,
  "area_delta_synth_final_pct": 155.1,
  "first_global_vias": 194,
  "globalRouteTotalUtil_pct": 1.593,
  "drt-initial-drc-count": 0,
  "yosysChipArea_um2": 122.6,
  "nFillCells": 408,
  "avgSynthCellArea_um2": 6.131,
  "grt_max_degree": 7,
  "seq_cells": 0,
  "cts_hold_buf": 0,
  "rsz0062_at_grt": "false",
  "crit_path_cell_trace": "clkdlybuf4s50_1, nor3_1, nand2_1, nor4b_1, clkdlybuf4s50_1",
  "cts_resized": 0,
  "syn_area_um2": 122.6,
  "grtUsageMet1_pct": 1.978,
  "largest_area_cell": "nor4b_1",
  "wl_um": 580,
  "drive_above_1_share_pct": 3.030,
  "warnings": 32,
  "cp_slowest_stage_delay_ns": 0.54,
  "num_rows": 21,
  "setup.worst_path.start": "ALUOp_i[2]",
  "min_period_over_period_pct": 89.74,
  "cp_max_fo": 2,
  "vdd_drop_max_uv": 8.792,
  "crit_required_ns": 2.64,
  "top_cell_area_share_pct": 14.29,
  "syn_inst": 20,
  "die_x_um": 80,
  "cpMostUsedCell": "clkdlybuf4s50_1",
  "vias": 189,
  "drv_cap": 0,
  "cts_setup_buffers": 0,
  "top_cells_by_count": "nor2_1, a21oi_1, nor4b_1",
  "drv_slew": 0,
  "topCellsByArea": "nor4b_1, nor2_1, a211oi_2, a21oi_1, xnor2_1",
  "power_density_nw_per_um2": 73.71
}
[report_power, final]
group / switching (W) / internal (W)
clock: 0 / 0
sequential: 0 / 0
combinational: 0.00000829 / 0.0000148
total: 0.00000829 / 0.0000148
[through the flow]
step | cells | utilization, % | hold slack [ns] | cell area, um^2
5_1_grt | 79 | 9.158 | 2.353 | 312.8
3_3_place_gp | 79 | 9.158 | 2.314 | 312.8
6_report | 79 | 9.158 | 2.304 | 312.8
3_5_place_dp | 79 | 9.158 | 2.314 | 312.8
4_1_cts | 79 | 9.158 | 2.316 | 312.8
2_1_floorplan | 20 | - | 1.334 | 122.6
[placed cells by master (no fill, tap or decap)]
cell type,count
nor3_1,1
nor2_1,4
nand3_1,1
nor3b_1,1
conb_1,1
or3_1,1
nand2_1,1
xnor2_1,1
nor2b_1,1
a211oi_2,1
nand3b_1,1
clkdlybuf4s50_1,14
a21oi_1,2
nor4b_1,2
o22ai_1,1
[worst max-delay path, delay by kind of cell]
family	cells	cell delay, ns
and+or+nand+nor	3	0.66
buffers and inverters	2	0.97
[cells by family after synthesis]
| group | after synthesis | synth area share, % |
|---|---|---|
| AND/OR/NAND/NOR | 13 | 60.20 |
| AND-OR/OR-AND | 4 | 23.47 |
| XOR/XNOR | 1 | 7.144 |
| buffers and inverters | 1 | 6.125 |
| other | 1 | 3.058 |
[worst min path at each step]
stage	startpoint	to	cells past startpoint
CTS	ALUOp_i[2]	ALU_operation_o[1]	3
global route	ALUOp_i[2]	ALU_operation_o[1]	3
finish	ALUOp_i[2]	ALU_operation_o[1]	3
[layout make-up]
| class | count | area (um^2) | share of cell area [%] |
|---|---|---|---|
| repair buffers | 14 | 140.1 | 44.80 |
| multi-input cells | 19 | 115.1 | 36.80 |
| well taps | 46 | 57.56 | 18.40 |
[per-layer routing]
| layer | vias up | wire length, um |
|---|---|---|
| met1 | 82 | 262 |
| li1 | 98 | - |
| met4 | 0 | 0 |
| met3 | 0 | 67 |
| met5 | - | 0 |
| met2 | 9 | 249 |
